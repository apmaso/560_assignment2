[/design/flow/design.v]
module add (
    input logic clk,
	input logic rst_b,
    input logic add_req,
	input logic [2:0] add_req_id,
	input logic [63:0] add_data1,
	input logic [63:0] add_data2,
	input logic grant,
	output logic add_rsp,
	output logic [2:0] add_rsp_id,
	output logic [63:0] add_rsp_data,
	output logic add_free
);
logic add_req_q;
logic [2:0] add_req_id_q;
logic [63:0] add_data1_q, add_data2_q;
logic add_rsp_prev;
logic [2:0] add_rsp_id_prev;
logic [64:0] add_rsp_data_prev;
always_ff @(posedge clk or negedge rst_b) begin
    if(!rst_b) begin
	    add_free <= 1'b1;
		add_rsp <= '0;
		add_rsp_id <= '0;
		add_rsp_data <= '0;
		add_rsp_prev <= '0;
		add_req_q <= '0;
	end else 
	begin
	    if(add_req) add_free <= 1'b0;
	    add_req_q <= add_req;
		add_req_id_q <= add_req_id;
		add_data1_q <= add_data1;
		add_data2_q <= add_data2;
		add_rsp_prev <= add_req_q;
		add_rsp_id_prev <= add_req_id_q;
		add_rsp_data_prev <= (add_data1_q + add_data2_q);
		if(grant) begin
		    add_free <= 1'b1;
			add_rsp <= 0;
			add_rsp_id <= '0;
			add_rsp_data <= '0;
		end else begin
			if(add_rsp_prev) begin
				add_rsp <= 1'b1;
				add_rsp_id <= add_rsp_id_prev;
				add_rsp_data <= add_rsp_data_prev[63:0];
			end
		end	
    end
end
endmodule
[/design/flow/run.sh]
#!/bin/bash
# OpenROAD 26Q1-2900-gdf79404cd8, Yosys 0.63+post, stock flow scripts
make -C /OpenROAD-flow-scripts/flow DESIGN_CONFIG=/design/flow/config.mk WORK_HOME=/design/flow/orfs finish
[/design/flow/config.mk]
export PLATFORM = sky130hd
export DESIGN_NAME = add
export DESIGN_NICKNAME = add
export VERILOG_FILES = /design/flow/design.v
export SDC_FILE = /design/flow/constraint.sdc
export NUM_CORES = 4
export LEC_CHECK = 1
export CORE_UTILIZATION = 40
[/design/flow/constraint.sdc]
current_design add

set clk_period 24.5
set clk_io_pct 0.2

create_clock -name clk0 -period $clk_period [get_ports {clk}]

set non_clock_inputs [all_inputs -no_clocks]
set_input_delay [expr $clk_period * $clk_io_pct] -clock clk0 $non_clock_inputs
set_output_delay [expr $clk_period * $clk_io_pct] -clock clk0 [all_outputs]
==> deck_impl_summary.md <==
Flow Results at a Glance

Status
  • Outcome: finished clean

Synthesis
  • Post-Syn Instances: 977
  • Yosys Instances: 977
  • Number of enable flip-flop cells: 198
  • Async set or reset register ratio after synthesis: 26.4%
  • Post-synthesis chip area from yosys: 0.0125 mm^2
  • Netlist cell types: 65
  • Yosys warnings: 1
  • Register bit total from synthesis: 269
  • Dominant flop cell: edfxtp_1
  • Mapped Area: 0.0125 mm^2
  • Post-synth seq share: 61.9%
  • Avg Cell Area, Syn: 12.8 um^2

Job
  • Max-Cap Viols: 0
  • Tool warnings: 25

Routing
  • Met2 WL: 11.8 mm
  • Pre-antenna DRT Iters: 5
  • Vias: 8026
  • Post-route ant nets: 0
  • DRC: 0
  • Post-DR vias/cell: 5.02
  • Wire length per cell: 16.6 um
  • Met3 WL: 1.95 mm
  • DR top layer: met4
  • WL met1: 12.3 mm
  • Routed WL: 26.6 mm
  • Ant. Diodes: 0
  • Starting DRC count in detailed routing: 524

STA
  • Fin crit period: 6.42 ns
  • Final setup skew: 0.0211 ns
  • Hold slack: 0.357 ns
  • # setup viols final: 0
  • TNS Setup: 0 ns
  • Slew HR: 48.9%
  • RSZ-0062 raised after global routing: no
  • Final Max Slew Viols: 0
  • Final period util: 26.2%
  • Fmax: 156 MHz
  • Endpoints failing hold: 0
  • Slew @ Worst Pin: 0.766 ns

Layout
  • Final instance area: 0.0158 mm^2
  • Area grow syn2layout: 27.0%
  • Top cells excl fill/tap: clkdlybuf4s50_1, edfxtp_1, nor2_1, a21oi_1, dfrtp_1
  • Commonest Layout Cell: clkdlybuf4s50_1
  • Finished Layout Cells: 1599
  • Filler Cell Count: 2598
  • Layout cells sized above 1: 5.74%

Placed design
  • Placed inst area: 0.0149 mm^2
  • DP Cell Count: 1547
  • Placer Congestion: 0.913
  • # port buffers: 203
  • Post-DP HPWL: 19.4 mm

Global route
  • Remaining global-route overflow: 0
  • Global-route wire length before repair: 41.8 mm
  • Largest net degree at the start of global routing: 90
  • Initial antenna violation count: 0
  • Global-route usage over all layers: 18.1%
  • Number of global-route vias before repair: 7876

CTS
  • TritonCTS clock tree: built
  • Total clock sinks: 269
  • # resized after CTS: 0
  • CTS Hold Bufs: 0
  • Post-CTS setup buffer count: 0
  • H-tree levels: 1
  • Late-Pin Clk Latency: 0.55 ns
  • CTS Buf Count: 28
  • Clock buffer depth: 3
  • Clk root buf: clkbuf_16
  • Clk slew on worst S/H paths: 0.06 ns

Setup path
  • CP startpoint kind: register
  • CP Buf/Inv Count: 1
  • Critical Path AT: 1.52 ns
  • CP max stage cell: dfstp_2
  • Critical Path Fanout Max: 2
  • Worst Path Required: 19.60 ns
  • CP Cell Sequence: clkdlybuf4s50_1
  • Delay-heaviest family, CP: flip-flops
  • Crit-path max cell delay: 0.53 ns
  • Critical Path End Type: output pin
  • Crit Path Class: reg2out

Floorplan
  • Die Span X: 179 um
  • Core area: 0.0307 mm^2
  • Cell Rows: 64
  • Ports: 204
  • Fp util: 40.7%
  • Chip footprint: 0.0319 mm^2
  • Die Ht: 179 um

Power and ir drop
  • Pwr Density: 78.3 mW/mm^2
  • VDD IR max: 0.0611 mV
  • Pleak: 6.38 nW
  • Total Power: 1.24 mW

Hold path
  • Hold Path Class: reg2reg
[flip-flops by register name, summed over array words and instances (netlist names)]
name and cells:
add_data2_q 64, add_req_q 1, add_data1_q 64, add_rsp_data_prev 64, add_rsp_data 64, add_req_id_q 3, add_rsp_id 3, add_free 1
add_rsp 1, add_rsp_id_prev 3, add_rsp_prev 1
[metrics by stage]
step,setup WS [ns],utilization [%]
floorplan,18.66,-
global route,18.02,51.7
global placement,17.90,48.6
finish,18.08,51.7
detailed placement,17.88,48.6
CTS,18.04,51.7
[Yosys cell counts, types with 13 or more instances]
library cell	number	area, um^2
ha_1	63	788
xnor2_1	33	289
mux2i_1	67	671
nand2_1	59	221
edfxtp_1	198	5950
a21oi_1	73	365
nand3_1	18	90.1
clkbuf_1	17	63.8
inv_1	16	60.1
a21o_1	35	263
o21ai_0	33	165
o21bai_1	13	97.6
nor2_1	110	413
dfrtp_1	70	1750
nand4_1	16	100
xor2_1	27	236
[layout make-up]
cell class | instances | area [um^2] | area share (%)
clock buffer | 35 | 757 | 4.78
clock inverter | 17 | 184 | 1.16
inverter | 16 | 60.1 | 0.379
multi-input combinational | 658 | 4550 | 28.7
sequential | 269 | 7730 | 48.8
tap | 396 | 495 | 3.13
timing repair buffer | 208 | 2070 | 13.1
[path summary, 6_finish.rpt]
path | start | endpoint | slack (ns) | cells past startpoint
min in group asynchronous | rst_b | add_rsp_data[16]$_DFFE_PN0P_ | 4.38 | 1
worst min-delay path | add_req_q$_DFF_PN0_ | add_rsp_prev$_DFF_PN0_ | 0.36 | 0
worst min register to register | add_req_q$_DFF_PN0_ | add_rsp_prev$_DFF_PN0_ | 0.36 | 0
max in group asynchronous | rst_b | add_rsp_prev$_DFF_PN0_ | 18.85 | 2
worst max-delay path | add_free$_DFFE_PN1P_ | add_free | 18.08 | 1
worst max register to register | add_data1_q[1]$_DFFE_PP_ | add_rsp_data_prev[61]$_DFFE_PP_ | 21.07 | 10
[metal layers]
metal | vias up | global-route usage (%)
met2 | 230 | 26.2
met4 | 0 | 3.32
met5 | - | 0
met3 | 35 | 4.24
li1 | 4034 | -
met1 | 3727 | 29.9
[power by group]
part	leakage (nW)	switching, mW	internal (mW)
combinational	3.05	0.126	0.114
sequential	2.87	0.0207	0.554
clock	0.456	0.173	0.251
total	6.38	0.321	0.920
[logic make-up (layout without fill, tap and decap cells)]
family	Yosys count	after routing	share of synthesized area, %
buffers and inverters	50	276	1.62
multiplexers	67	67	5.38
AND-OR/OR-AND	213	213	11.0
adder cells (fa/ha/maj)	64	64	6.48
XOR/XNOR	60	60	4.21
flip-flops	269	269	61.9
AND/OR/NAND/NOR	254	254	9.36
Power figures rest on the tool's default switching activity, not on a simulated workload.
