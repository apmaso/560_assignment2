==> flow/design.v <==
module mul (
    input logic clk,
	input logic rst_b,
    input logic mul_req,
	input logic [2:0] mul_req_id,
	input logic [63:0] mul_data1,
	input logic [63:0] mul_data2,
	input logic grant,
	output logic mul_rsp,
	output logic [2:0] mul_rsp_id,
	output logic [63:0] mul_rsp_data,
	output logic mul_free
);
logic mul_req_q;
logic [2:0] mul_req_id_q;
logic [63:0] mul_data1_q, mul_data2_q;
logic mul_req_q2;
logic [2:0] mul_req_id_q2;
logic [63:0] mul_data1_q2, mul_data2_q2;
logic mul_rsp_prev;
logic [2:0] mul_rsp_id_prev;
logic [128:0] mul_rsp_data_prev;
always_ff @(posedge clk or negedge rst_b) begin
    if(!rst_b) begin
	    mul_free <= 1'b1;
		mul_req_q <= '0;
		mul_req_q2 <= '0;
		mul_rsp <= '0;
		mul_rsp_id <= '0;
		mul_rsp_data <= '0;
		mul_rsp_prev <= '0;
	end else begin
	    if(mul_req) mul_free <= 1'b0;
	    mul_req_q <= mul_req;
		mul_req_id_q <= mul_req_id;
		mul_data1_q <= mul_data1;
		mul_data2_q <= mul_data2;
		mul_req_q2 <= mul_req_q;
		mul_req_id_q2 <= mul_req_id_q;
		mul_data1_q2 <= mul_data1_q;
		mul_data2_q2 <= mul_data2_q;
		mul_rsp_prev <= mul_req_q2;
		mul_rsp_id_prev <= mul_req_id_q2;
		mul_rsp_data_prev <= (mul_data1_q2 * mul_data2_q2);
		if(grant) begin
		    mul_free <= 1'b1;
			mul_rsp <= 0;
			mul_rsp_id <= '0;
			mul_rsp_data <= '0;
		end else begin
			if(mul_rsp_prev) begin
				mul_rsp <= 1'b1;
				mul_rsp_id <= mul_rsp_id_prev;
				mul_rsp_data <= mul_rsp_data_prev[63:0];
			end
		end	
    end
end
endmodule
==> flow/run.sh <==
#!/bin/bash
# OpenROAD 26Q1-2900-gdf79404cd8, Yosys 0.63+post, stock flow scripts
make -C /OpenROAD-flow-scripts/flow DESIGN_CONFIG=/design/flow/config.mk WORK_HOME=/design/flow/orfs finish
==> flow/config.mk <==
export PLATFORM = sky130hd
export DESIGN_NAME = mul
export DESIGN_NICKNAME = mul
export VERILOG_FILES = /design/flow/design.v
export SDC_FILE = /design/flow/constraint.sdc
export NUM_CORES = 4
export LEC_CHECK = 1
export CORE_UTILIZATION = 40
==> flow/constraint.sdc <==
current_design mul

set clk_period 18.6
set clk_io_pct 0.2

create_clock -name clk0 -period $clk_period [get_ports {clk}]

set non_clock_inputs [all_inputs -no_clocks]
set_input_delay [expr $clk_period * $clk_io_pct] -clock clk0 $non_clock_inputs
set_output_delay [expr $clk_period * $clk_io_pct] -clock clk0 [all_outputs]
==> flow_metrics.tcl <==
# implementation run metrics
set metrics [dict create \
    yosysWarnings 1 \
    fp_util_pct 40.32 \
    seqCellArea_mm2 0.01169 \
    ioPinCount 204 \
    drt-pass1-iter-count 24 \
    ys_cells 7592 \
    critPathLaunchType "flop" \
    warnings 25 \
    min_path_type "flop to flop" \
    htreeDepth 2 \
    fin_crit_sh_pct 52.75 \
    tightest_slew_ns 0.8515 \
    routed-via-count 49590 \
    wirelength_um 220900 \
    grt_max_degree 93 \
    hold_violations 0 \
    finalSetupTns_ns 0 \
    final_cell_area_mm2 0.08198 \
    cts_setup_buffers 0 \
    grt_pass1_vias 56210 \
    die_w_um 437.3 \
    syn2layout_area_growth_pct 8.135 \
    gp_congestion 0.9810 \
    postCtsHoldBufs 0 \
    path_common_cell "fa_1" \
    fp.dieH_um 437.3 \
    antenna_found_initial 4 \
    place_area_mm2 0.08045 \
    ys.flops 401 \
    dpl.cell_count 10000 \
    status "completed" \
    n_antenna_cell 0 \
    synth-edff-count 329 \
    drtAntennaViolNets 0 \
    holdWs_ns 0.3492 \
    ys.flop_type "edfxtp_1" \
    layout-drive-gt1-share_pct 3.332 \
    comb_area_mm2 0.05536 \
    io_buffer_count 203 \
    slew_violations 0 \
    insertion_delay_ns 0.67 \
    grt_pass1_wl_um 343700 \
    cts_tree "done" \
    cp_slowest_cell "buf_4" \
    max_stage_delay_ns 0.55 \
    rsz0062_at_grt "false" \
    cts_buffers 47 \
    cts_max_path_buffers 3 \
    rows 159 \
    cp_max_fo 35 \
    required_ns 18.99 \
    ys_types 72 \
    syn_area_mm2 0.07581 \
    yosysChipArea_mm2 0.07581 \
    avgSynthCellArea_um2 9.986 \
    cts_root_buffer "clkbuf_16" \
    synthArstFlopShare_pct 17.96 \
    ys_seq_share_pct 15.41 \
    fmax_ghz 0.1019 \
    die_area_mm2 0.1913 \
    grt_overflow 0 \
    path_clk_slew_ns 0.06 \
    cts_sinks 401 \
    wl_per_cell_um 21.90 \
    hpwlAfterDp_um 172300 \
    final_cells 10090 \
    cts_resized 0 \
    fillCellCount 17620 \
    syn_inst 7592 \
    setup-violations-final 0 \
    drt_iter0_drc 2021 \
    arrival_ns 10.21 \
    track_usage_pct 26.14 \
    min_period_ns 9.812 \
    cap_violations 0 \
    slew_headroom_pct 43.24 \
    skew_ns 0.03247 \
    vias_per_cell 4.915 \
    cp-end-kind "flop" \
    drc_errors 0 \
    worst-setup-path-type "flop to flop" \
    core_area_mm2 0.1880 \
]
==> synthesized netlist by cell type, drive strengths merged (29+ instances only) <==
cell type / count / area share [%]
xor2: 40 / 0.46
edfxtp: 329 / 13
and2: 993 / 8.2
clkbuf: 428 / 2.1
ha: 311 / 5.1
mux2i: 67 / 0.88
nor2: 89 / 0.44
a21oi: 66 / 0.45
dfrtp: 71 / 2.3
fa: 1831 / 48
o21ai: 29 / 0.20
nand2: 1129 / 5.6
xnor2: 142 / 1.6
inv: 1880 / 9.3
a21o: 35 / 0.35
==> layout make-up <==
class | count | area share [%]
sequential | 401 | 14.26
timing repair buffer | 361 | 3.941
clock buffer | 61 | 1.511
clock inverter | 25 | 0.3495
inverter | 1880 | 8.608
multi-input combinational | 4866 | 67.53
tap | 2495 | 3.808
==> state kept, by name, summed over array words and instances (netlist names), 64 cells and up <==
signal,flops
mul_data1_q,64
mul_data1_q2,64
mul_data2_q,64
mul_data2_q2,64
mul_rsp_data,64
mul_rsp_data_prev,64
==> kinds of logic (layout without fill, tap and decap cells) <==
family / after synthesis / count (layout) / synth area share [%]
fa+ha+maj: 2142 / 2142 / 53.48
mux: 67 / 67 / 0.8846
compound gates: 200 / 200 / 1.787
buf+inv: 2325 / 2327 / 11.57
flops: 401 / 401 / 15.41
xor+xnor: 182 / 182 / 2.103
simple gates: 2275 / 2275 / 14.76
==> layout by cell type, fill, tap and decap left out, drive strengths merged, types with 10 or more instances in the layout <==
| cell | count |
|---|---|
| nand2 | 1129 |
| inv | 1883 |
| edfxtp | 329 |
| and2 | 993 |
| a31oi | 10 |
| nor2 | 89 |
| a21oi | 66 |
| xnor2 | 142 |
| o21bai | 10 |
| fa | 1831 |
| ha | 311 |
| clkdlybuf4s50 | 201 |
| clkinv | 12 |
| buf | 160 |
| dfrtp | 71 |
| nand3 | 18 |
| o21ai | 29 |
| xor2 | 40 |
| clkbuf | 61 |
| mux2i | 67 |
| a21o | 35 |
==> critical path: cells and delay by family, from the launching register on <==
family | cells | cell delay, ns
compound gates | 6 | 1.42
buf+inv | 9 | 1.42
simple gates | 3 | 0.55
flops | 1 | 0.32
fa+ha+maj | 11 | 5.32
xor+xnor | 1 | 0.48
==> routing by layer <==
layer / vias up / GRT usage (%) / part of all wire (%)
met1: 25370 / 34.78 / 37
li1: 21550 / - / -
met3: 371 / 15.26 / 14
met2: 2289 / 38.13 / 45
met5: - / 0.6048 / 0.064
met4: 8 / 6.576 / 3.4
==> per-stage QoR <==
stage / util (%) / setup slack (ns)
final: 43.61 / 8.788
after global routing: 43.61 / 8.537
after CTS: 43.61 / 8.829
after detailed placement: 42.79 / 8.890
after global placement: 42.79 / 8.931
after floorplan: - / 10.26
==> worst paths after layout <==
kind | from | to | slack, ns | cells past startpoint
worst max-delay path | mul_data2_q2[2] | mul_rsp_data_prev[58] | 8.79 | 30
min in group asynchronous | rst_b | mul_rsp_data[61] | 3.15 | 1
worst max register to register | mul_data2_q2[2] | mul_rsp_data_prev[58] | 8.79 | 30
worst min register to register | mul_req_q2 | mul_rsp_prev | 0.35 | 0
worst min-delay path | mul_req_q2 | mul_rsp_prev | 0.35 | 0
max in group asynchronous | rst_b | mul_rsp_data[29] | 12.47 | 5
