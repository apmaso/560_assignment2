### flow/design.v
module round_robin_arbiter
#(
	NUM_OF_INPS = 4
	) (
	input logic clk,
	input logic rst_b,
	input logic [NUM_OF_INPS-1 : 0] request,
	output logic [NUM_OF_INPS-1 : 0] grant
	);
logic [NUM_OF_INPS-1 : 0] mask_bits; 
logic [NUM_OF_INPS-1 : 0] next_mask_bits; 
logic [NUM_OF_INPS-1 : 0] next_mask_bits_if_grant;  
logic [NUM_OF_INPS-1 : 0] mask_request;
logic [NUM_OF_INPS-1 : 0] mask_grant;
logic [NUM_OF_INPS-1 : 0] no_mask_grant;
logic any_grant_mask;
logic any_grant; 
always_ff @(posedge clk or negedge rst_b)
begin
	if(!rst_b)
	begin
		mask_bits <= '0;
	end
	else
	begin
		mask_bits <= next_mask_bits;
	end
end
assign next_mask_bits = any_grant ? next_mask_bits_if_grant : mask_bits;
assign next_mask_bits_if_grant[0] = 0;
assign next_mask_bits_if_grant[NUM_OF_INPS-1] = ~(grant[NUM_OF_INPS-1]);
genvar i;
generate 
    for(i=1; i < (NUM_OF_INPS-1); i++)   
    begin
	assign next_mask_bits_if_grant[i] = |grant[i-1 : 0];
    end
endgenerate
assign mask_request = request & mask_bits;
assign mask_grant[0] = mask_request[0];
generate 
    for(i=1; i < NUM_OF_INPS; i++)
    begin
	assign mask_grant[i] = ~(|mask_request[i-1 : 0]) && mask_request[i];
    end
endgenerate
assign no_mask_grant[0] = request[0];
generate 
    for(i=1; i < NUM_OF_INPS; i++)
    begin
	assign no_mask_grant[i] = ~(|request[i-1 : 0]) && request[i];
    end
endgenerate
assign any_grant_mask = |mask_grant[NUM_OF_INPS-1 : 0];
assign grant = any_grant_mask ? mask_grant : no_mask_grant;
assign any_grant = |grant[NUM_OF_INPS-1 : 0];
endmodule 
### flow/config.mk
export PLATFORM = sky130hd
export DESIGN_NAME = round_robin_arbiter
export DESIGN_NICKNAME = round_robin_arbiter
export VERILOG_FILES = /design/flow/design.v
export SDC_FILE = /design/flow/constraint.sdc
export NUM_CORES = 4
export LEC_CHECK = 1
export CORE_AREA = 10 10 70 70
export DIE_AREA = 0 0 80 80
### flow/run.sh
#!/bin/bash
# OpenROAD 26Q1-2900-gdf79404cd8, Yosys 0.63+post, stock flow scripts
make -C /OpenROAD-flow-scripts/flow DESIGN_CONFIG=/design/flow/config.mk WORK_HOME=/design/flow/orfs finish
### flow/constraint.sdc
current_design round_robin_arbiter

set clk_period 1.6
set clk_io_pct 0.2

create_clock -name clk0 -period $clk_period [get_ports {clk}]

set non_clock_inputs [all_inputs -no_clocks]
set_input_delay [expr $clk_period * $clk_io_pct] -clock clk0 $non_clock_inputs
set_output_delay [expr $clk_period * $clk_io_pct] -clock clk0 [all_outputs]
==> impl_report.txt <==
RUN METRICS
----------------------------------------------------
[Yosys]
  Ranking of synthesized cells by area ........................ sky130_fd_sc_hd__dfrtp_1 (28%), sky130_fd_sc_hd__o211a_4 (6.6%), sky130_fd_sc_hd__o32ai_2 (6.1%)
  Flip-flops with a built-in enable ........................ 0
  Top cells by count ........................ sky130_fd_sc_hd__a21oi_1 (3), sky130_fd_sc_hd__dfrtp_1 (3), sky130_fd_sc_hd__nand2_1 (3)
  Netlist area before placement ........................ 265.3 um^2
  Post-synthesis sequential area ratio ........................ 0.2830
  Distinct lib cells used ........................ 19
  Post-synth top area cell ........................ sky130_fd_sc_hd__dfrtp_1
  Fraction of registers with async set or reset after synthesis ........................ 1.000
  Warnings, synthesis ........................ 1
  Number of cells in the yosys synthesis report ........................ 28
  Proportion of netlist area held by the largest area contributor ........................ 0.2830
  Yosys reg bits ........................ 3
  Chip area in the Yosys report ........................ 265.3 um^2
  Mean instance size in the synthesized netlist ........................ 9.473 um^2
  Instance tally after logic synthesis ........................ 28
  Main flop type ........................ sky130_fd_sc_hd__dfrtp_1

[Route]
  Detailed-route vias per instance ........................ 3.048
  Ant. Diodes ........................ 0
  Wirelength per Cell ........................ 8.135 um
  Via count ........................ 317
  1st-pass router iterations ........................ 2
  Iter 0 DRT Violations ........................ 8
  Count of unresolved DRC violations after routing ........................ 0
  Wire length after detailed routing ........................ 846 um
  Antenna Violating Nets Remaining ........................ 0

[Status]
  Outcome ........................ finished clean

[Worst setup path]
  Delay of the slowest cell on the worst path ........................ 420 ps
  Cell breakdown of the critical path ........................ a22oi_2, buf_4, nor2b_4, o21a_1, buf_2
  Data arrival time of the critical path ........................ 1270 ps
  Kind of start point of the critical path ........................ flip-flop
  Slowest cell on crit path ........................ sky130_fd_sc_hd__dfrtp_1
  Worst endpoint required time ........................ 1280 ps
  CP endpoint kind ........................ primary output
  Crit path max fanout ........................ 4
  Critical setup path kind ........................ reg2out

[STA]
  Number of endpoints failing setup at the final stage ........................ 0
  Fin crit period ........................ 1594 ps
  Max-Slew Margin vs Limit ........................ 0.8385
  Number of pins exceeding their max-slew limit in the final report ........................ 0
  Worst Skew ........................ 0.7839 ps
  RSZ-0062 raised after global routing ........................ yes
  Final worst-path cycle share ........................ 0.9964
  Post-route worst hold slack ........................ 275.6 ps
  Peak Freq ........................ 627.3 MHz
  Measured slew at the worst slew-check pin ........................ 239.7 ps
  Final hold viol count ........................ 0
  Smallest setup slack after layout ........................ 5.745 ps

[Pwr]
  Power Internal ........................ 0.3547 mW
  Leakage power ........................ 0.2693 nW
  Power share of the clock group ........................ 0.257
  Maximum ir drop on the vdd rail ........................ 0.0001355 V
  Gate power share ........................ 0.514
  Pwr Total ........................ 0.5092 mW
  Share of total power in sequential cells ........................ 0.229
  Power Density ........................ 875.2 mW/mm^2
  Net switching power ........................ 0.1545 mW
  Share of total power consumed by net switching ........................ 0.3034

[CTS]
  Clock latency on the worst-skew pair ........................ 230 ps
  Clock tree buffer depth ........................ 2
  CTS buffer count ........................ 3
  CTS root buffer ........................ sky130_fd_sc_hd__clkbuf_4
  TritonCTS clock tree ........................ done
  Num Clock Sinks ........................ 3
  Clock Pin Slew Worst Setup and Hold Paths ........................ 40 ps
  H-tree Lvls ........................ 1

[Place]
  Input/output buffers ........................ 9
  Post-placement setup slack ........................ -501.4 ps
  Detail Placement HPWL ........................ 678.8 um
  Final weighted congestion of routability-driven global placement ........................ 0.7585

[Run]
  OpenROAD warning count ........................ 27
  Number of max-capacitance violations reported ........................ 0

[Global routing]
  Global-route met1 utilization ........................ 0.03187
  Wire length of the first global-routing pass ........................ 1.421 mm
  Number of global-route vias before repair ........................ 332
  GRT Total Usage ........................ 0.02616
  Number of antenna violations at the first check in global routing ........................ 0
  Total congestion overflow ........................ 0
  Met3 global-route usage ........................ 0.01705
  Global routing usage on met2 ........................ 0.03612
  GRT busiest layer ........................ met2
  Largest net degree at the start of global routing ........................ 7

[Hold path]
  Class of the tightest hold or removal check ........................ in2async

[Die]
  Row Count ........................ 21
  Height of the die ........................ 80 um
  Die area ........................ 0.006400 mm^2
  Die x size ........................ 80 um
  Initial core utilization ........................ 0.07766
  Core outline area ........................ 0.003416 mm^2
  IO Pins ........................ 10

[Final layout]
  FF/Latch Area ........................ 75.07 um^2
  Synthesis-to-finish area growth ........................ 119.3%
  Flip-flop count of the largest register, all copies and words added ........................ 3
  Fill count ........................ 396
  Area of the multi-input gates ........................ 191.4 um^2
  Top reg by flops ........................ mask_bits
  Post-layout utilization of the core ........................ 0.1703
  Largest registers ........................ mask_bits x3
  Layout cells sized above 1 ........................ 0.6379

----------------------------------------------------
==> final cells by class <==
cell class | instances | share of cell area
sequential | 3 | 0.1290
multi-input combinational | 21 | 0.3290
inverter | 2 | 0.01290
tap | 46 | 0.09892
timing repair buffer | 28 | 0.3849
clock buffer | 4 | 0.04516
==> power by group through the flow <==
| stage | Combinational, mW | Sequential [mW] | Clock, mW |
|---|---|---|---|
| 4_1_cts | 0.227 | 0.117 | 0.140 |
| 5_1_grt | 0.285 | 0.119 | 0.149 |
| 6_report | 0.262 | 0.117 | 0.131 |
==> per-stage QoR <==
stage          instances  instance area (um^2)  setup TNS, ps
6_report             104                 581.8              0
5_1_grt              104                 581.8         -86.86
4_1_cts              100                 538.0         -268.0
3_5_place_dp          94                 495.5          -2302
3_3_place_gp          94                 495.5          -2246
2_1_floorplan         28                 265.3              0
==> routing by layer <==
layer | wire, um | part of all wire
met1 | 357 | 0.42
met2 | 380 | 0.45
met3 | 104 | 0.12
met4 | 4 | 0.0047
met5 | 0 | 0
==> cells in the final DEF, fill, tap and decap left out, types with 2 or more instances in the layout <==
master and n:
sky130_fd_sc_hd__a21oi_1 2, sky130_fd_sc_hd__nand2_1 3, sky130_fd_sc_hd__buf_4 18, sky130_fd_sc_hd__clkdlybuf4s15_2 2, sky130_fd_sc_hd__dlygate4sd2_1 2, sky130_fd_sc_hd__a22oi_2 2
sky130_fd_sc_hd__o21a_1 2, sky130_fd_sc_hd__dfrtp_1 3, sky130_fd_sc_hd__buf_2 2, sky130_fd_sc_hd__clkbuf_4 3
==> path summary, 6_finish.rpt <==
| kind | slack (ps) | cells after the start | start | to |
|---|---|---|---|---|
| max in group asynchronous | 1180 | 1 | rst_b | mask_bits[1] |
| min in group clk0 | 590 | 3 | request[1] | mask_bits[1] |
| min reg2reg | 620 | 2 | mask_bits[1] | mask_bits[1] |
| min | 280 | 1 | rst_b | mask_bits[3] |
| max | 6 | 5 | mask_bits[2] | grant[1] |
| max reg2reg | 160 | 5 | mask_bits[3] | mask_bits[1] |
==> repair_timing <==
item	CTS	global route
endpoints found under the hold margin	0	0
hold buffers	0	0
cloned	0	0
setup buffers	2	4
gates resized	17	9
pin swaps	6	5
endpoints found under the setup margin	4	4
==> worst max-delay path, delay by kind of cell (launching register included) <==
kind	cells	cell delay, ps
simple gates	1	110
flops	1	420
compound gates	2	290
buf+inv	2	220
==> logic make-up after synthesis <==
group                  after synthesis  share of synthesized area
DFF                                  3                     0.2830
AOI/OAI and AO/OA                   12                     0.4340
and+or+nand+nor                      9                     0.1981
buffers and inverters                4                    0.08490
Power figures rest on the tool's default switching activity, not on a simulated workload.
